===== /design/flow/run.sh =====
#!/bin/bash
# OpenROAD 26Q1-2900-gdf79404cd8, Yosys 0.63+post, stock flow scripts
make -C /OpenROAD-flow-scripts/flow DESIGN_CONFIG=/design/flow/config.mk WORK_HOME=/design/flow/orfs finish

===== /design/flow/config.mk =====
export PLATFORM = sky130hd
export DESIGN_NAME = serial_adder
export DESIGN_NICKNAME = serial_adder
export VERILOG_FILES = /design/flow/design.v
export SDC_FILE = /design/flow/constraint.sdc
export NUM_CORES = 4
export LEC_CHECK = 1
export CORE_AREA = 10 10 92 92
export DIE_AREA = 0 0 102 102

===== /design/flow/constraint.sdc =====
current_design serial_adder

set clk_period 2.2
set clk_io_pct 0.2

create_clock -name clk0 -period $clk_period [get_ports {clk}]

set non_clock_inputs [all_inputs -no_clocks]
set_input_delay [expr $clk_period * $clk_io_pct] -clock clk0 $non_clock_inputs
set_output_delay [expr $clk_period * $clk_io_pct] -clock clk0 [all_outputs]

===== /design/flow/design.v =====
module serial_adder #(parameter N = 4)(
    input clk,                
    input start,              
    input si,                 
    input reset,              
    output reg done,          
    output reg [N-1:0] result  
);
    localparam  IDLE = 2'b00,
                LOAD = 2'b01,
                RUN  = 2'b10,
                DONE = 2'b11;
    reg [N-1:0] regA;         
    reg [N-1:0] regB;         
    reg [2:0] contador;       
    reg [1:0] state;          
    reg carry;                
    wire a_bit = regA[0];
    wire b_bit = regB[0];
    wire sum_bit = a_bit ^ b_bit ^ carry;
    wire next_carry = (a_bit & b_bit) | (a_bit & carry) | (b_bit & carry);
    always @(posedge clk or negedge reset) begin
        if (!reset) begin
            regA <= 0;
            regB <= 0;
            contador <= 0;
            carry <= 0;
            done <= 0;
            state <= IDLE;
        end else begin
            case (state)
                IDLE: begin
                    done <= 0;
                    if (start) begin
                        regA <= 0;
                        regB <= 0;
                        contador <= 0;
                        carry <= 0;
                        state <= LOAD;
                    end
                end
                LOAD: begin
                    if (contador < N)
                        regA <= {si, regA[N-1:1]};  
                    else
                        regB <= {si, regB[N-1:1]};  
                    contador <= contador + 1;
                    if (contador == 7) begin
                        contador <= 0;
                        state <= RUN;
                    end
                end
                RUN: begin
                    regA <= {sum_bit, regA[N-1:1]};  
                    regB <= {1'b0, regB[N-1:1]};     
                    carry <= next_carry;
                    contador <= contador + 1;
                    if (contador == N - 1) begin
                        result <= regA;
                        state <= DONE;
                    end
                end
                DONE: begin
                    done <= 1;
                    state <= IDLE;
                end
            endcase
        end
    end
endmodule

==> impl_metrics.csv <==
group,metric,value,unit
status,outcome,"finished, final reports clean",
yosys,avgSynthCellArea,13.53,um^2
critical_path,r2r_slack,0.69,ns
critical_path,critPathLaunchType,"primary input",
clock_network,ctsResizeCount,0,
die,fp.dieH,102,um
timing,slew_headroom,68.70,%
timing,hold_viol,0,
yosys,edf_count,4,
timing,tns,0,ns
power,power_density,574.3,nW/um^2
detailed_routing,drt_iter0_drc,33,
timing,max_freq,0.5675,GHz
die,io-pin-count,9,
yosys,top_cell,"dfrtp_1",
detailed_routing,ant_nets,0,
critical_path,rr_startpoint,"state[0]",
die,die_w,102,um
critical_path,criticalPathCategory,"primary input to flip-flop",
critical_path,crit_fanout,7,
finish,drive_gt1_share,22.22,%
timing,drv_slew,0,
clock_network,cts-root-buf,"clkbuf_8",
timing,finalCriticalPeriod,1.762,ns
detailed_routing,vias_per_cell,3.437,
clock_network,cts_setup_buffers,0,
detailed_routing,vias,543,
timing,rsz0062_at_grt,"false",
yosys,ys.flops,21,
clock_network,cts_buffer_depth,2,
yosys,synth_warnings,1,
yosys,synthArstFlopShare,80.95,%
power,power_leakage,0.5066,nW
critical_path,endpoint_kind,"flip-flop",
global_route,grt_max_degree,18,
global_route,grt_pass1_vias,567,
placed_design,hpwl,1224,um
yosys,synth.largest_area_cell,"dfrtp_1",
critical_path,crit_slowest_cell,"clkdlybuf4s50_1",
yosys,topCellsByArea,"dfrtp_1, edfxtp_1, mux2_2",
critical_path,crit_start,"start",
detailed_routing,first_pass_iters,3,
global_route,overflow,0,
timing,setup_violations,0,
die,dieArea,10400,um^2
finish,fin_area,1152,um^2
clock_network,cts_tree,"yes",
yosys,ys_seq_share,58.58,%
yosys,synthCells,69,
yosys,top_area_share,42.90,%
finish,syn_to_final_growth,23.46,%
run,cap_viol_max_count,0,
global_route,grt_pass1_wl,2766,um
die,core,6459,um^2
clock_network,holdBufCountCts,0,
placed_design,port_buffers,8,
die,rows,29,
min_path,hold_start,"state[3]",
critical_path,rr_worst_depth,3,
placed_design,placed_area,1106,um^2
critical_path,max_stage_delay,0.49,ns
global_route,grt_use_total,3.307,%
global_route,antenna_found_initial,0,
clock_network,clock_latency,0.26,ns
yosys,ys_types,22,
timing,hold_ws,0.4612,ns
detailed_routing,routed_wl,1623,um
min_path,worstHoldPathType,"flip-flop to flip-flop",
placed_design,gp_congestion,0.7753,
detailed_routing,drc,0,
detailed_routing,insertedDiodeCount,0,
critical_path,cp-endpoint,"regA[3]",
critical_path,r2r_end,"regA[3]",
clock_network,htreeDepth,1,
critical_path,worstPathCellList,"clkdlybuf4s50_1 > and2b_4 > a211oi_2 > mux2_2",
power,power,661.8,uW
clock_network,numCtsBuffers,3,
yosys,yosys-stat-area,933.4,um^2
yosys,synth_area,933.4,um^2
timing,fin_crit_sh,80.10,%
timing,clock_skew,0.006719,ns
run,warnings,26,
clock_network,path_clk_slew,0.08,ns
yosys,common_cells,"dfrtp_1, mux2_2, o21ai_0",
critical_path,arrival,1.91,ns
yosys,ff_type,"dfrtp_1",
die,initCoreUtil,14.45,%
yosys,yosys-stat-cells,69,
detailed_routing,post_drt_wl_per_cell,10.27,um
clock_network,cts.sinks,21,
critical_path,required,2.35,ns
timing,worstMarginPinSlew,0.4677,ns
power,vdd_drop_max,0.1927,mV
## routing by layer
metal  track usage (%)  up-vias  share of wire [%]
li1                  -      268                  -
met1             4.613      263                 52
met2             4.889       10                 39
met3             1.227        2                7.0
met4            0.5423        0                1.5
met5                 0        -                  0
## worst min path at each step
| stage | depth (start not counted) | slack (ns) | to |
|---|---|---|---|
| finish | 1 | 0.46 | done |
| CTS | 1 | 0.47 | done |
| global route | 1 | 0.50 | done |
## where the power goes
group / switching, mW / leakage, nW / internal, mW
registers: 0 / 0.270 / 0.395
clock network: 0.127 / 0.0255 / 0.126
logic: 0.00756 / 0.211 / 0.00615
total: 0.135 / 0.507 / 0.527
## layout make-up
cell class	instances	area, um^2
fillers	709	5306
flip-flops and latches	21	546.8
multi-input cells	44	364.1
well taps	77	96.34
repair buffers	9	87.58
clock buffers	3	41.29
inverters	3	11.26
clock inverters	1	5.005
## metrics by stage
stage | utilization (%) | cells | worst slack (ns)
floorplan | - | 69 | 0.7787
global placement | 17.13 | 154 | 0.1633
detailed placement | 17.13 | 154 | 0.1802
CTS | 17.84 | 158 | 0.4432
global route | 17.84 | 158 | 0.3738
finish | 17.84 | 158 | 0.4378
## cells in the final DEF, fill, tap and decap left out, drive strengths merged, types with 3 or more instances in the layout
cell type,instances
dfrtp,16
clkbuf,3
a21o,3
nor2b,7
o21ai,8
edfxtp,4
mux2,8
inv,3
ha,3
clkdlybuf4s50,8
## cells by family after synthesis
logic type / synth area share [%]
DFF: 58.58
buffers and inverters: 2.413
AOI/OAI and AO/OA: 12.06
muxes: 9.652
and+or+nand+nor: 11.13
adders and majority gates: 6.167
## flip-flops by register name, indices dropped and copies added, names as in the netlist
register	cells
done	1
regB	4
result	4
carry	1
regA	4
contador	3
state	4
## worst max-delay path: cells and delay by family
kind / cells / cell delay [ns]
AND-OR/OR-AND: 1 / 0.38
buffers and inverters: 1 / 0.49
multiplexers: 1 / 0.38
AND/OR/NAND/NOR: 1 / 0.22
Power figures rest on the tool's default switching activity, not on a simulated workload.
