### flow/design.v
module display_numero_ocho(
    input wire clk,   
    output wire a, b, c, d, e, f, g
);
    reg [3:0] contador;
    always @(posedge clk) begin
        contador <= contador + 1;
    end
    assign a = (contador == 4'b0000) | (contador == 4'b1111) | (contador == 4'b1110) | (contador == 4'b0001);
    assign b = (contador == 4'b1110) | (contador == 4'b1100) | (contador == 4'b1011);
    assign c = (contador == 4'b0000) | (contador == 4'b1111) | (contador == 4'b1110) | (contador == 4'b0001);
    assign d = (contador == 4'b1110) | (contador == 4'b1100) | (contador == 4'b1011);
    assign e = (contador == 4'b1110) | (contador == 4'b0001) | (contador == 4'b0000);
    assign f = (contador == 4'b1100) | (contador == 4'b1011);
    assign g = (contador == 4'b1110) | (contador == 4'b0001) | (contador == 4'b0000);
endmodule
### flow/run.sh
#!/bin/bash
# OpenROAD 26Q1-2900-gdf79404cd8, Yosys 0.63+post, stock flow scripts
make -C /OpenROAD-flow-scripts/flow DESIGN_CONFIG=/design/flow/config.mk WORK_HOME=/design/flow/orfs finish
### flow/config.mk
export PLATFORM = sky130hd
export DESIGN_NAME = display_numero_ocho
export DESIGN_NICKNAME = display_numero_ocho
export VERILOG_FILES = /design/flow/design.v
export SDC_FILE = /design/flow/constraint.sdc
export NUM_CORES = 4
export LEC_CHECK = 1
export CORE_AREA = 10 10 70 70
export DIE_AREA = 0 0 80 80
### flow/constraint.sdc
current_design display_numero_ocho

set clk_period 2.4
set clk_io_pct 0.2

create_clock -name clk0 -period $clk_period [get_ports {clk}]

set non_clock_inputs [all_inputs -no_clocks]
set_input_delay [expr $clk_period * $clk_io_pct] -clock clk0 $non_clock_inputs
set_output_delay [expr $clk_period * $clk_io_pct] -clock clk0 [all_outputs]
==> impl_metrics.tcl <==
# metrics dict for downstream scripts
set metrics [dict create \
    h-tree-depth 1 \
    cts-root-buf "clkbuf_4" \
    num_vias 198 \
    yosys-top-cells-count "4 x dfxtp_1, 4 x ha_1, 3 x buf_4" \
    numPortBuffers 7 \
    skew_ns 0.00190 \
    drt-initial-drc-count 7 \
    holdPathStages 1 \
    setup_viol 0 \
    drive_gt1_share_pct 9.09 \
    yosysWarnings 1 \
    clkTransAtPathRegs_ns 0.03 \
    crit_chain "inv_1, ha_1, nor2_1, o31ai_1, clkdlybuf4s50_1" \
    postCtsSetupBuffers 0 \
    max-vdd-ir-drop_uv 61.0 \
    start_kind "flop" \
    clk-insertion-delay-late_ns 0.23 \
    topCellsByArea "dfxtp_1 31%, ha_1 20%, buf_4 8.8%" \
    tightestPinTransition_ns 0.304 \
    post-route-period-util_pct 91.4 \
    wl_per_cell_um 6.09 \
    fin_setup_tns_ns 0 \
    cts_tree "built" \
    antenna_found_initial 0 \
    place.gp.congestion 0.745 \
    hold_path_startpoint "contador[0]" \
    die_area_sq_um 6400 \
    hold_class "reg2reg" \
    hold_violations 0 \
    required_ns 1.92 \
    p_leak_nw 0.146 \
    antennaDiodeCount 0 \
    synth_area_sq_um 255 \
    slew_violations 0 \
    synthArstFlopShare_pct 0 \
    grt_max_degree 10 \
    floorplan.core_util_pct 7.47 \
    endpoint_kind "primary output" \
    top_register "contador" \
    crit_start "contador[0]" \
    rsz0062_at_grt "no" \
    reg_top3 "contador x4" \
    ant_nets 0 \
    power_density_nw_per_um2 394 \
    reg2reg_from "contador[2]" \
    core_sq_um 3420 \
    max_cap_violations 0 \
    drt_wl_total_um 481 \
    cts_made_buffers 3 \
    critical_path.slowest_cell "clkdlybuf4s50_1" \
    ys_seq_share_pct 31.4 \
    die.size.x_um 80 \
    layout_min_cycle_time_ns 2.19 \
    hold_buffers 0 \
    reg2regPathDepth 2 \
    largest_register_ffs 4 \
    ys.flops 4 \
    ys_cells 27 \
    syn_to_final_growth_pct 45.6 \
    synthFlopType "dfxtp_1" \
    arrival_ns 1.71 \
    cp_slowest_stage_delay_ns 0.53 \
    cts.sinks 4 \
    grt_pass1_vias 188 \
    placedCellCount 76 \
    cts_resized 0 \
    cp_max_fo 4 \
    grt_first_pass_wirelength_um 752 \
    r2r-end "contador[3]" \
    cts.path.max_buffers 2 \
    worstSetupPathType "reg2out" \
    min_to "contador[0]" \
    syn_avg_cell_area_sq_um 9.45 \
    synth-edff-count 0 \
    top_area_cell "dfxtp_1" \
    status "complete, no violations" \
    warnings 28 \
    avgViaCountPerCell 2.51 \
    post-route-drc-count 0 \
    rrSetupSlack_ns 1.51 \
    clock.fmax_mhz 456 \
    die_h_um 80 \
    synth_cells 27 \
    gr-total-overflow 0 \
    rows 21 \
    slew_headroom_pct 79.7 \
    fin_cells 79 \
    track_usage_pct 1.51 \
    ioPinCount 8 \
    synth_cell_types 15 \
    first_pass_iters 2 \
    post-dp-hpwl_um 404 \
    yosys-stat-area_sq_um 255 \
    yosys.area.top_type_share_pct 31.4 \
]
==> through the flow <==
| stage | hold slack (ns) | power, mW | worst slack, ns | util, % | cell area [sq um] |
|---|---|---|---|---|---|
| final | 0.473 | 0.147 | 0.206 | 10.9 | 372 |
| after global routing | 0.507 | 0.156 | 0.0606 | 10.9 | 372 |
| after CTS | 0.476 | 0.151 | 0.185 | 10.9 | 372 |
| after detailed placement | 0.466 | 0.0679 | 0.436 | 10.2 | 349 |
| after global placement | 0.443 | 0.0679 | 0.480 | 10.2 | 349 |
| after floorplan | 0.432 | 0.0679 | 0.934 | - | 255 |
==> how the worst max path moves through the flow <==
stage / endpoint / slack [ns] / cells past startpoint
finish: e / 0.21 / 5
CTS: e / 0.18 / 5
global route: g / 0.06 / 5
==> power by group <==
part	internal [mW]	switching, mW
combinational	0	0
clock	0.0557	0.0239
sequential	0.0669	0
==> layout by cell type, fill, tap and decap left out <==
| cell | count |
|---|---|
| a21oi_1 | 1 |
| clkbuf_4 | 3 |
| clkdlybuf4s50_1 | 7 |
| dfxtp_1 | 4 |
| ha_1 | 4 |
| inv_1 | 2 |
| mux2i_1 | 1 |
| nand3_1 | 2 |
| nor2_1 | 2 |
| nor2b_1 | 1 |
| o211ai_1 | 1 |
| o21ai_1 | 1 |
| o31ai_1 | 2 |
| xnor2_1 | 1 |
| xor2_1 | 1 |
==> layout make-up <==
class,instances,area (sq um)
tap,46,57.6
fill,401,3040
inverter,2,7.51
sequential,4,80.1
clock buffer,3,22.5
multi-input combinational,17,134
timing repair buffer,7,70.1
==> cells by family (layout without fill, tap and decap cells) <==
logic type | after synthesis | after routing | share of synthesized area (%)
AND-OR/OR-AND | 5 | 5 | 12.7
XOR/XNOR | 2 | 2 | 6.86
adder cells (fa/ha/maj) | 4 | 4 | 19.6
buffers and inverters | 6 | 12 | 16.2
flip-flops | 4 | 4 | 31.4
multiplexers | 1 | 1 | 3.92
AND/OR/NAND/NOR | 5 | 5 | 9.32
==> worst max-delay path, delay by kind of cell (launching register included) <==
kind / cells / cell delay (ns)
buffers and inverters: 2 / 0.63
flip-flops: 1 / 0.32
AND-OR/OR-AND: 1 / 0.26
adder cells (fa/ha/maj): 1 / 0.20
AND/OR/NAND/NOR: 1 / 0.07
==> per-layer routing <==
layer  up-vias  part of all wire, %  global-route usage (%)
li1        102                    -                       -
met1        87                   41                    1.46
met2         7                   34                    1.93
met3         2                   24                    1.70
met4         0                  1.0                   0.704
met5         -                    0                       0
Power is estimated from default activity; no workload was simulated.
